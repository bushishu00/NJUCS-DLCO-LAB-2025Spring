**design/flow/run.sh**
```bash
#!/bin/bash
# OpenROAD 26Q1-2900-gdf79404cd8, Yosys 0.63+post, stock flow scripts
make -C /OpenROAD-flow-scripts/flow DESIGN_CONFIG=/design/flow/config.mk WORK_HOME=/design/flow/orfs finish
```
**design/flow/config.mk**
```make
export PLATFORM = sky130hd
export DESIGN_NAME = array_multiplier_csa_32bit
export DESIGN_NICKNAME = array_multiplier_csa_32bit
export VERILOG_FILES = /design/flow/design.v
export SDC_FILE = /design/flow/constraint.sdc
export NUM_CORES = 4
export LEC_CHECK = 1
export CORE_UTILIZATION = 50
```
**design/flow/constraint.sdc**
```tcl
current_design array_multiplier_csa_32bit

set clk_period 49.6
set clk_io_pct 0.2

create_clock -name clk0 -period $clk_period

set non_clock_inputs [all_inputs -no_clocks]
set_input_delay [expr $clk_period * $clk_io_pct] -clock clk0 $non_clock_inputs
set_output_delay [expr $clk_period * $clk_io_pct] -clock clk0 [all_outputs]
```
**design/flow/design.v**
```verilog
`timescale 1ns / 1ps
module array_multiplier_csa_32bit (
    input  [31:0] a, b,
    output [63:0] p
);
    reg [31:0] partial_products [31:0];  
    reg [63:0] sum [31:0];               
    reg [63:0] carry [31:0];             
    integer i, j;
    always @(*) begin
        for (i = 0; i < 32; i = i + 1) begin
            for (j = 0; j < 32; j = j + 1) begin
                partial_products[i][j] = a[j] & b[i];
            end
        end
    end
    assign sum[0] = {32'b0, partial_products[0]};
    assign carry[0] = 64'b0;
    always @(*) begin
        for (i = 1; i < 32; i = i + 1) begin
            {carry[i], sum[i]} = sum[i-1] + {32'b0, partial_products[i]} + carry[i-1];
        end
    end
    assign p = sum[31] + carry[31];
endmodule
```
==> flow_metrics.py <==
# Generated from Yosys and OpenROAD reports
metrics = {
    "power": {
        "p_sw_uw": 218000,
        "p_per_area_mw_per_mm2": 8350,
        "swShare_pct": 53.3,
        "p_leak_uw": 0.0253,
        "internal-power_uw": 191000,
        "ir_worst_vdd_v": 0.0124,
    },
    "finish": {
        "seq_cells": 0,
        "final_area_mm2": 0.0490,
        "fillers": 8972,
        "drive_gt1_share_pct": 2.58,
        "flop_area_um2": 0,
        "area_growth_syn_to_layout_pct": 4.82,
        "num-clock-buffers": 0,
    },
    "sta": {
        "hold_viol": 0,
        "worst_slew_pin_slew_ns": 1.27,
        "relSlewSlack_pct": 13.4,
        "slew_violations": 0,
        "grt_setup_unrepaired": "false",
        "fin_crit_sh_pct": 94.2,
        "setup_violations": 0,
        "setup_tns_ns": 0,
        "period_minus_slack_ns": 46.71,
        "fmax_ghz": 0.0214,
    },
    "grt": {
        "grt_max_degree": 33,
        "antenna_found_initial": 9,
        "grt_use_total_pct": 24.6,
        "grt_pass1_vias": 36190,
        "grt_pass1_wl_um": 182000,
        "grt_overflow": 0,
    },
    "place": {
        "gp_congestion": 0.915,
        "dpl-instance-area_mm2": 0.0490,
        "io_buffers": 104,
        "post-dp-hpwl_um": 91200,
    },
    "yosys": {
        "yosys_warnings": 6,
        "syn_avg_cell_area_um2": 7.93,
        "netlist_area_mm2": 0.0467,
        "synthDistinctLibCells": 109,
        "ys_cells": 5889,
        "yosys_area_mm2": 0.0467,
        "synthCells": 5889,
        "ys_seq_share_pct": 0,
    },
    "die": {
        "die_area_mm2": 0.0947,
        "io_pins": 128,
        "die_w_um": 308,
        "fp-utilization_pct": 50.7,
        "chipHeight_um": 308,
        "rows": 111,
        "coreArea_mm2": 0.0921,
    },
    "flow_run": {
        "maxCapViolations": 0,
        "log.warning_count": 35,
    },
    "routing": {
        "antenna_left": 0,
        "drt_iter0_markers": 1878,
        "post_drt_wl_per_cell_um": 15.5,
        "wl_um": 110000,
        "dr.pass1.iters": 6,
        "via_count": 38412,
        "drc": 0,
        "via_per_inst": 5.41,
    },
    "worst_setup_path": {
        "crit_path_max_incr_delay_ns": 1.06,
        "crit_path_top_delay_cell": "a2111oi_0",
        "arrival_ns": 36.79,
        "crit_top_cell": "ha_1",
        "worstPathMaxFanout": 32,
        "crit_required_ns": 39.68,
        "start_kind": "input port",
        "crit_path_end_kind": "output pin",
        "crit_type": "input port to output pin",
    },
    "cts": {
        "cts_resized": 0,
        "cts_setup_buffers": 0,
        "hold_buffers": 0,
    },
    "worst_hold_path": {
        "hp-class": "input port to output pin",
    },
    "status": {
        "status": "completed",
    },
}
## cells by family (layout without fill, tap and decap cells)
family / Yosys count / after routing / synth area share, %
AND/OR/NAND/NOR: 1979 / 1979 / 21.2
adder cells (fa/ha/maj): 1406 / 1406 / 46.0
AND-OR/OR-AND: 1141 / 1141 / 16.1
buffers and inverters: 903 / 847 / 7.45
XOR/XNOR: 445 / 445 / 8.83
multiplexers: 14 / 14 / 0.321
other: 1 / 30 / 0.00803
## worst max-delay path, delay by kind of cell
family / cells / cell delay [ns]
AND-OR/OR-AND: 36 / 8.49
AND/OR/NAND/NOR: 24 / 3.63
adder cells (fa/ha/maj): 33 / 11.15
buffers and inverters: 10 / 1.74
XOR/XNOR: 11 / 1.87
## final timing paths
path / startpoint / endpoint / slack, ns / cells past startpoint
max: b[10] / p[37] / 2.89 / 114
min: b[31] / p[0] / 21.38 / 5
## metrics by stage
stage	instances	utilization (%)	hold slack [ns]	worst slack [ns]	total power (µW)
after floorplan	5912	-	20.17	6.91	405000
after global placement	7099	53.2	21.36	3.00	405000
after detailed placement	7099	53.2	21.36	3.02	407000
after CTS	7099	53.2	21.37	2.92	408000
after global routing	7100	53.2	21.44	0.914	422000
final	7105	53.2	21.38	2.89	409000
## placed cells by master (no fill, tap or decap), types with 18 or more instances in the layout
cell type and instances:
ha_1 880, inv_1 677, nand2_1 650, and2_1 585
fa_1 522, a21oi_1 333, xnor2_1 316, nor2_1 311
o21ai_0 200, a21o_1 161, xor2_1 110, clkdlybuf4s50_1 104
o21a_1 89, nor2b_1 84, nand2b_1 73, nand3_1 67
buf_4 66, o21bai_1 62, nor3_1 59, a211oi_1 36
and3_1 27, nand4_1 27, or3_1 27, conb_1 24
a31oi_1 22, o31a_1 19, o31ai_1 18, o211ai_1 18
a21boi_0 18
## power by group through the flow
stage	clock network (µW)	registers, µW	logic (µW)
global route	0.00000270	0	422000
CTS	0	0	408000
## per-layer routing
| metal | part of all wire (%) | track usage, % | vias to the layer above |
|---|---|---|---|
| met5 | 0 | 0 | - |
| li1 | - | - | 19516 |
| met2 | 44 | 37.7 | 774 |
| met1 | 49 | 38.3 | 18078 |
| met3 | 6.4 | 5.43 | 44 |
| met4 | 0.68 | 1.41 | 0 |
## final cells by class
cell class,count,area [µm²],area share [%]
multi-input combinational,5009,43300,88.5
inverter,677,2540,5.19
tap,1243,1560,3.18
timing repair buffer,170,1540,3.14
antenna,6,15.0,0.0307
## synth_stat cells (19+ instances only)
cell type  number  area, µm²
a211oi_1       36        270
a21oi_1       333       1670
o21a_1         89        668
o31a_1         19        166
nor2_1        311       1170
nand3_1        67        335
and2_1        585       3660
inv_1         677       2540
xor2_1        110        963
or3_1          27        169
o21bai_1       62        465
fa_1          522      10500
nand2b_1       73        457
a31oi_1        22        138
nand4_1        27        169
a21o_1        161       1210
nor2b_1        84        526
buf_4          24        180
ha_1          880      11000
nand2_1       650       2440
o21ai_0       200       1000
clkbuf_1      200        751
xnor2_1       316       2770
nor3_1         59        295
and3_1         27        169
Power and IR drop assume default switching activity.
